File: flow/config.mk
export PLATFORM = sky130hd
export DESIGN_NAME = WB
export DESIGN_NICKNAME = WB
export VERILOG_FILES = /design/flow/design.v
export SDC_FILE = /design/flow/constraint.sdc
export NUM_CORES = 4
export LEC_CHECK = 1
export CORE_AREA = 10 10 97 97
export DIE_AREA = 0 0 107 107
File: flow/constraint.sdc
current_design WB

set clk_period 7.0
set clk_io_pct 0.2

create_clock -name clk0 -period $clk_period

set non_clock_inputs [all_inputs -no_clocks]
set_input_delay [expr $clk_period * $clk_io_pct] -clock clk0 $non_clock_inputs
set_output_delay [expr $clk_period * $clk_io_pct] -clock clk0 [all_outputs]
File: flow/design.v
`timescale 1ns / 1ps
module DECODER(
    input [31:0] IR,
    output addu,subu,jr,add,AND,div,divu,jalr,mfhi,mflo,mthi,mtlo,mult,multu,
	 output OR,NOR,sllv,sll,slt,sltu,sra,srav,srl,srlv,sub,
	 output XOR,addi,addiu,andi,beq,bgez,bltz,bgtz,blez,bne,
	 output j,jal,lb,lbu,lh,lhu,lui,lw,ori,sb,sh,slti,sltiu,sw,xori,madd
    );
	assign addu=	(IR[31:26]==6'b000000 && IR[5:0]==6'b100001)?1:0;
	assign subu=	(IR[31:26]==6'b000000 && IR[5:0]==6'b100011)?1:0;
	assign jr=		(IR[31:26]==6'b000000 && IR[5:0]==6'b001000)?1:0;
	assign add=		(IR[31:26]==6'b000000 && IR[5:0]==6'b100000)?1:0;
	assign AND=		(IR[31:26]==6'b000000 && IR[5:0]==6'b100100)?1:0;
	assign div=		(IR[31:26]==6'b000000 && IR[5:0]==6'b011010)?1:0;
	assign divu=	(IR[31:26]==6'b000000 && IR[5:0]==6'b011011)?1:0;
	assign jalr=	(IR[31:26]==6'b000000 && IR[5:0]==6'b001001)?1:0;
	assign mfhi=	(IR[31:26]==6'b000000 && IR[5:0]==6'b010000)?1:0;
	assign mflo=	(IR[31:26]==6'b000000 && IR[5:0]==6'b010010)?1:0;
	assign mthi=	(IR[31:26]==6'b000000 && IR[5:0]==6'b010001)?1:0;
	assign mtlo=	(IR[31:26]==6'b000000 && IR[5:0]==6'b010011)?1:0;
	assign mult=	(IR[31:26]==6'b000000 && IR[5:0]==6'b011000)?1:0;
	assign multu=	(IR[31:26]==6'b000000 && IR[5:0]==6'b011001)?1:0;
	assign OR=		(IR[31:26]==6'b000000 && IR[5:0]==6'b100101)?1:0;
	assign NOR=		(IR[31:26]==6'b000000 && IR[5:0]==6'b100111)?1:0;
	assign sllv=	(IR[31:26]==6'b000000 && IR[5:0]==6'b000100)?1:0;
	assign sll=		(IR[31:26]==6'b000000 && IR[5:0]==6'b000000 && IR[15:11]!=6'b000000)?1:0;
	assign slt=		(IR[31:26]==6'b000000 && IR[5:0]==6'b101010)?1:0;
	assign sltu=	(IR[31:26]==6'b000000 && IR[5:0]==6'b101011)?1:0;
	assign sra=		(IR[31:26]==6'b000000 && IR[5:0]==6'b000011)?1:0;
	assign srav=	(IR[31:26]==6'b000000 && IR[5:0]==6'b000111)?1:0;
	assign srl=		(IR[31:26]==6'b000000 && IR[5:0]==6'b000010)?1:0;
	assign srlv=	(IR[31:26]==6'b000000 && IR[5:0]==6'b000110)?1:0;
	assign sub=		(IR[31:26]==6'b000000 && IR[5:0]==6'b100010)?1:0;
	assign XOR=		(IR[31:26]==6'b000000 && IR[5:0]==6'b100110)?1:0;
	assign addi=	(IR[31:26]==6'b001000)?1:0;
	assign addiu=	(IR[31:26]==6'b001001)?1:0;
	assign andi=	(IR[31:26]==6'b001100)?1:0;
	assign beq= 	(IR[31:26]==6'b000100)?1:0;
	assign bgez=	(IR[31:26]==6'b000001 && IR[20:16]==5'b00001)?1:0;
	assign bltz=	(IR[31:26]==6'b000001 && IR[20:16]==5'b00000)?1:0;
	assign bgtz=	(IR[31:26]==6'b000111)?1:0;
	assign blez=	(IR[31:26]==6'b000110)?1:0;
	assign bne=		(IR[31:26]==6'b000101)?1:0;
	assign j=		(IR[31:26]==6'b000010)?1:0;
	assign jal= 	(IR[31:26]==6'b000011)?1:0;
	assign lb=		(IR[31:26]==6'b100000)?1:0;
	assign lbu=		(IR[31:26]==6'b100100)?1:0;
	assign lh=		(IR[31:26]==6'b100001)?1:0;
	assign lhu=		(IR[31:26]==6'b100101)?1:0;
	assign lui= 	(IR[31:26]==6'b001111)?1:0;
	assign lw=		(IR[31:26]==6'b100011)?1:0;
	assign ori= 	(IR[31:26]==6'b001101)?1:0;
	assign sb=		(IR[31:26]==6'b101000)?1:0;
	assign sh=		(IR[31:26]==6'b101001)?1:0;
	assign slti=	(IR[31:26]==6'b001010)?1:0;
	assign sltiu=	(IR[31:26]==6'b001011)?1:0;
	assign sw=		(IR[31:26]==6'b101011)?1:0;
	assign xori= 	(IR[31:26]==6'b001110)?1:0;
	assign madd=	(IR[31:26]==6'b011100)?1:0;
endmodule
`timescale 1ns / 1ps
module DR_ext(
    input [1:0] addr_B,
    input [31:0] Din,
    input [2:0] op,
    output [31:0] Dout
    );
	assign Dout=(op==3'b001)?(addr_B==2'b00)?{{24{Din[7]}},{Din[7:0]}}:
								(addr_B==2'b01)?{{24{Din[15]}},{Din[15:8]}}:
								(addr_B==2'b10)?{{24{Din[23]}},{Din[23:16]}}:
								(addr_B==2'b11)?{{24{Din[31]}},{Din[31:24]}}:
								0:
					(op==3'b010)?(addr_B==2'b00)?{{24'b0},{Din[7:0]}}:
								(addr_B==2'b01)?{{24'b0},{Din[15:8]}}:
								(addr_B==2'b10)?{{24'b0},{Din[23:16]}}:
								(addr_B==2'b11)?{{24'b0},{Din[31:24]}}:
								0:
					(op==3'b011)?(addr_B[1]==1'b0)?{{16{Din[15]}},{Din[15:0]}}:
								(addr_B[1]==1'b1)?{{16{Din[31]}},{Din[31:16]}}:
								0:
					(op==3'b100)?(addr_B[1]==1'b0)?{{16'b0},{Din[15:0]}}:
								(addr_B[1]==1'b1)?{{16'b0},{Din[31:16]}}:
								0:
					(op==3'b000)?Din[31:0]:
					0;
endmodule
`timescale 1ns / 1ps
module mux2#(parameter width=32)(
    input [width-1:0] data0,
    input [width-1:0] data1,
    input sel,
    output [width-1:0] result
    );
	assign result=(sel==0)?data0:data1;
endmodule
module mux3#(parameter width=32)(
    input [width-1:0] data_00,
    input [width-1:0] data_01,
    input [width-1:0] data_10,
    input [1:0]sel,
    output [width-1:0] result
    );
	assign result=(sel==2'b00)?data_00:
					  (sel==2'b01)?data_01:
					  (sel==2'b10)?data_10:0;
endmodule 
module mux4#(parameter width=32)(
    input [width-1:0] data_00,
    input [width-1:0] data_01,
    input [width-1:0] data_10,
	 input [width-1:0] data_11,
    input [1:0]sel,
    output [width-1:0] result
    );
	assign result=(sel==2'b00)?data_00:
					  (sel==2'b01)?data_01:
					  (sel==2'b10)?data_10:
					  (sel==2'b11)?data_11:0;
endmodule 
`timescale 1ns / 1ps
module WB(
    input [31:0] IR,
    input [31:0] PC8,
    input [31:0] AO,
    input [31:0] DR,
	 output regwrite,
    output [31:0] RF_WD
    );
	wire [1:0]RFWD_sel;
	wire [31:0]DR_out;
	wire [2:0]DR_ext_op;
	WB_control WB_C(
		.IR(IR),
		.regwrite(regwrite),
		.RFWD_sel(RFWD_sel),
		.DR_ext_op(DR_ext_op)
    );
	DR_ext DR_ext_WB(
		.addr_B(AO[1:0]),
		.Din(DR),
		.op(DR_ext_op),
		.Dout(DR_out)
    );
	mux3#(32) MUX_RFWD(
		.data_00(DR_out),
		.data_01(AO),
		.data_10(PC8),
		.sel(RFWD_sel),
		.result(RF_WD)
	);
endmodule
`timescale 1ns / 1ps
module WB_control(
    input [31:0] IR,
	 output regwrite,
    output [1:0] RFWD_sel,
	 output [2:0] DR_ext_op
    );
   wire addu,subu,add,AND,div,divu,jalr,mfhi,mflo,mthi,mtlo,mult,multu;
	wire OR,NOR,sllv,sll,slt,sltu,sra,srav,srl,srlv,sub;
	wire XOR,addi,addiu,andi,beq,bgez,bltz,bgtz,blez,bne;
	wire j,jal,lb,lbu,lh,lhu,lui,lw,ori,sb,sh,slti,sltiu,sw,xori,jr;
	DECODER WB_DEcode (
		.IR(IR), 
		.addu(addu), 
		.subu(subu), 
		.jr(jr), 
		.add(add), 
		.AND(AND), 
		.div(div), 
		.divu(divu), 
		.jalr(jalr), 
		.mfhi(mfhi), 
		.mflo(mflo), 
		.mthi(mthi), 
		.mtlo(mtlo), 
		.mult(mult), 
		.multu(multu), 
		.OR(OR), 
		.NOR(NOR), 
		.sllv(sllv), 
		.sll(sll), 
		.slt(slt), 
		.sltu(sltu), 
		.sra(sra), 
		.srav(srav), 
		.srl(srl), 
		.srlv(srlv), 
		.sub(sub), 
		.XOR(XOR), 
		.addi(addi), 
		.addiu(addiu), 
		.andi(andi), 
		.beq(beq), 
		.bgez(bgez), 
		.bltz(bltz), 
		.bgtz(bgtz), 
		.blez(blez), 
		.bne(bne), 
		.j(j), 
		.jal(jal), 
		.lb(lb), 
		.lbu(lbu), 
		.lh(lh), 
		.lhu(lhu), 
		.lui(lui), 
		.lw(lw), 
		.ori(ori), 
		.sb(sb), 
		.sh(sh), 
		.slti(slti), 
		.sltiu(sltiu), 
		.sw(sw), 
		.xori(xori)
	);		
	assign regwrite=	addi|addiu|slti|sltiu|andi|ori|xori|lui|lb|lh|lhu|lbu|lw|add|addu|sub|subu|AND|OR|XOR|NOR|slt|sltu|sllv|srlv|
							srav|sll|srl|sra|jalr|mfhi|mflo|jal;
	assign RFWD_sel=	(lb||lh||lhu||lbu||lw)?2'b00:
							(jal||jalr)?2'b10:
							2'b01;
	assign DR_ext_op=	(lb)?3'b001:
							(lbu)?3'b010:
							(lh)?3'b011:
							(lhu)?3'b100:
							3'b000;
endmodule
File: flow/run.sh
#!/bin/bash
# OpenROAD 26Q1-2900-gdf79404cd8, Yosys 0.63+post, stock flow scripts
make -C /OpenROAD-flow-scripts/flow DESIGN_CONFIG=/design/flow/config.mk WORK_HOME=/design/flow/orfs finish
==> git commit body <==
Refresh implementation metrics

- Vias per inst: 5.05
* Starting Density: 20.2%
- In this run the cell area of the synthesized design comes to 1470 um2.
- The final layout contains routed wiring with a total length of 8470 um.
- The detail route stage leaves a number of antenna-violating nets equal to 0.
- Syn avg cell area: 6.06 um2
- Largest incremental delay on the critical path: 0.67 ns
- Hold crit path type: in -> out
- Number of sequential storage elements: 0
- The clock period could shrink to 5.60 ns.
- The placement summary gives the final routability congestion estimate as 0.802.
- Pwr Total: 0.157 mW
- Result of the run: finished, final reports clean
- After synthesis, flip-flops and latches occupy 0% of the total area.
* Kind of end point of the critical path: output port
- Overflow after GRT: 0
- Count of cell types in the netlist: 42
* Wire length of the first global-routing pass: 13,100 um
- Fmax: 0.179 GHz
- Drt drc: 0
- Instance count of the mapped netlist: 243
- The number of hold buffers added after CTS was 0.
- Setup repair after global routing left no endpoint under its margin.
- Standard cell with the maximum stage delay on the critical path: sky130_fd_sc_hd__nor2b_1
- The via count of the first global-routing pass was 2,440.
- The final timing report lists a hold violation count of 0.
- Per the layout report, the design carries 0 clock buffers.
- Least-Margin Pin Slew: 0.762 ns
* Drt initial violations: 176
- Power density over cell area: 53.0 nW/um2
- The critical path is of the in -> out type.
* Setup-failing EPs final: 0
- Max Slew Vio Count: 0
- The horizontal die dimension reported for this design is 107 um.
* Resize count post-CTS: 0
- In this run the standard cell core region covers 7290 um2.
- Worst Setup Start Kind: input pin
* Critical path cell sequence: clkdlybuf4s50_1 -> nor3b_2 -> nor2b_1 -> o21a_1 -> o221ai_1 -> o211ai_1 -> clkdlybuf4s50_1
- Initial antenna violation count: 0
* Port bufs: 146
- Slew HR: 49.1%
* Overall die height: 107 um
* Data required, critical path: 5.60 ns
- In this run the post-CTS setup repair buffer count came out at 0.
- Largest fanout of any net on the critical path: 10
* Routed wirelength normalized by instance count: 18.1 um
- Total track usage: 13.9%
- Across all hold checks on the routed design, the worst slack comes to 3.73 ns.
* Leakage power: 1.04 nW
- Adding up every negative setup slack in the final design gives 0 ns.
* Share of the cycle needed by the critical path after routing: 79.9%
- Once routing completed, OpenROAD measured the worst setup slack at 1.40 ns.
- Hpwl dp: 7040 um
- The initialized floorplan defines 31 standard-cell rows.
* Cell count in the Yosys report: 243
- Tool warnings: 47
- By area the synthesized netlist is led by sky130_fd_sc_hd__nand2_1 (21%), sky130_fd_sc_hd__o2111ai_1 (9.5%), sky130_fd_sc_hd__mux2i_1 (7.5%), sky130_fd_sc_hd__a221o_1 (5.4%), sky130_fd_sc_hd__o221ai_1 (4.8%).
- Entering global routing, the biggest net connects 45 pins.
- TritonRoute pass-1 iters: 4
- Routed via count: 2,369
* Worst Path Arrival: 4.20 ns
* Crit-path most repeated cell: sky130_fd_sc_hd__clkdlybuf4s50_1
- Counting the warning lines in the Yosys log gives 0.
- The worst-case IR drop observed on VDD is 19.6 uV.
* Ratio of cells with drive above 1 in the final layout: 3.24%
- For this run, the script counts the antenna cells in the layout as 0.
* Area leader, netlist: sky130_fd_sc_hd__nand2_1
- Pin placement for this block handled 161 I/O pins.
- The area fraction of the largest cell type after synthesis is 21.4%.
- Area of the die: 11,400 um2
- Flip-flop and latch area: 0 um2
- The number of maximum-capacitance violations recorded for the run is 0.
- From synthesis to final layout, the design area changed by 101%.
* Place WS: 1.45 ns
- Chip area in the Yosys report: 1470 um2
## cell type report
cell class                      count  area [um2]
Fill cell                         776        4340
Timing Repair Buffer              150        1490
Multi-Input combinational cell    216        1330
Inverter                            4        15.0
Tap cell                           99         124
## cells in the final DEF (no fill, tap or decap), drive strengths merged
master / n
clkdlybuf4s50: 146
and2: 2
or4: 2
o31ai: 1
a221o: 8
a311oi: 1
o21a: 1
nor2: 9
nand2b: 4
a31oi: 3
or2: 1
nor2b: 3
o221ai: 8
or4b: 1
o2111ai: 16
nand2: 86
a41oi: 7
nand3: 8
o211ai: 8
a41o: 1
a2111oi: 1
mux2i: 11
a22oi: 2
nor4b: 2
o21ai: 4
o22ai: 8
a221oi: 7
buf: 4
a21oi: 2
nor3: 7
nor3b: 1
nor4: 1
inv: 4
## through the flow
step                      instances  util, %  cell area [um2]
after floorplan                 243        -             1470
after global placement          469     40.5             2960
after detailed placement        469     40.5             2960
after CTS                       469     40.5             2960
after global routing            469     40.5             2960
final                           469     40.5             2960
## synthesized netlist by cell type, drive strengths merged
cell     instances
a31oi            3
o21ai            4
nor2b            3
nand2b           4
nor3             7
o22ai            8
a221o            8
nor4b            2
nor2             9
o221ai           8
a221oi           7
a21oi            2
nor4             1
nand2           86
a2111oi          1
o21a             1
nand3            8
a41o             1
inv              4
clkbuf           7
nor3b            1
or4              2
o211ai           8
and2             2
mux2i           11
o2111ai         16
o31ai            1
buf             16
a41oi            7
a22oi            2
a311oi           1
or4b             1
or2              1
## logic make-up (layout without fill, tap and decap cells)
kind of cell,count (synthesis),after routing,synth area share (%)
buffers and inverters,27,154,10.4
and+or+nand+nor,127,127,39.4
AOI/OAI and AO/OA,78,78,42.8
muxes,11,11,7.48
## worst max-delay path, delay by kind of cell
family / cells / cell delay [ns]
simple gates: 2 / 0.99
compound gates: 3 / 0.74
buf+inv: 2 / 1.06
## final timing paths
kind	from	cells after the start	end	slack [ns]
max	IR[31]	7	RF_WD[2]	1.40
min	AO[5]	4	RF_WD[5]	3.73
## routing by layer
layer / routed length, um / global-route usage [%] / vias to the layer above
met1: 3580 / 17.6 / 1077
li1: - / - / 1198
met3: 681 / 3.94 / 0
met5: 0 / 0 / -
met4: 0 / 0 / 0
met2: 4210 / 24.2 / 94
## where the power goes
group | switching, mW | leakage [nW] | internal (mW)
clock | 0 | 0 | 0
sequential | 0 | 0 | 0
combinational | 0.0527 | 1.04 | 0.104
Power and IR drop assume default switching activity.
