### flow/config.mk
export PLATFORM = sky130hd
export DESIGN_NAME = hazard_control
export DESIGN_NICKNAME = hazard_control
export VERILOG_FILES = /design/flow/design.v
export SDC_FILE = /design/flow/constraint.sdc
export NUM_CORES = 4
export LEC_CHECK = 1
export CORE_UTILIZATION = 30
### flow/constraint.sdc
current_design hazard_control

set clk_period 6.5
set clk_io_pct 0.2

create_clock -name clk0 -period $clk_period [get_ports {clk}]

set non_clock_inputs [all_inputs -no_clocks]
set_input_delay [expr $clk_period * $clk_io_pct] -clock clk0 $non_clock_inputs
set_output_delay [expr $clk_period * $clk_io_pct] -clock clk0 [all_outputs]
### flow/design.v
`timescale 1ns / 1ps
module forward_control(
    input [4:0] A1_E,
    input [4:0] A2_E,
	 input [4:0] A3_E,
    input [4:0] A3_M,
    input [4:0] A3_W,
	 input [4:0] A1_D,
	 input [4:0] A2_D,
	 input [4:0] A2_M,
    input [1:0] Tnew_E,
    input [1:0] Tnew_M,
	 input regwrite_E,
	 input regwrite_M,
	 input regwrite_W,
    output [1:0] MF_ALUD1,
    output [1:0] MF_ALUD2,
	 output [1:0] MF_V1,
	 output [1:0] MF_V2,
	 output  MF_DMWD
    );
	assign MF_ALUD1=((A1_E==A3_M)&&(A3_M!=0)&&(Tnew_M==0)&&(regwrite_M))?2'b10:
						 ((A1_E==A3_W)&&(A3_W!=0)				  &&(regwrite_W))?2'b01:
						 2'b00;
	assign MF_ALUD2=((A2_E==A3_M)&&(A3_M!=0)&&(Tnew_M==0)&&(regwrite_M))?2'b10:
						 ((A2_E==A3_W)&&(A3_W!=0)				  &&(regwrite_W))?2'b01:
						 2'b00;					 
	assign MF_V1=	 ((A1_D==A3_E)&&(A3_E!=0)&&(Tnew_E==0)&&(regwrite_E))?2'b11:
						 ((A1_D==A3_M)&&(A3_M!=0)&&(Tnew_M==0)&&(regwrite_M))?2'b10:
						 ((A1_D==A3_W)&&(A3_W!=0)				  &&(regwrite_W))?2'b01:
						 2'b00;
	assign MF_V2=	 ((A2_D==A3_E)&&(A3_E!=0)&&(Tnew_E==0)&&(regwrite_E))?2'b11:
						 ((A2_D==A3_M)&&(A3_M!=0)&&(Tnew_M==0)&&(regwrite_M))?2'b10:
						 ((A2_D==A3_W)&&(A3_W!=0)				  &&(regwrite_W))?2'b01:
						 2'b00;
	assign MF_DMWD= ((A2_M==A3_W)&&(A3_W!=0)             &&(regwrite_W))?1'b1:
						 1'b0;
endmodule
`timescale 1ns / 1ps
module hazard_decoder(
    input [31:0] IR,
    output regwrite
    );
	assign addu=	(IR[31:26]==6'b000000 && IR[5:0]==6'b100001)?1:0;
	assign subu=	(IR[31:26]==6'b000000 && IR[5:0]==6'b100011)?1:0;
	assign jr=		(IR[31:26]==6'b000000 && IR[5:0]==6'b001000)?1:0;
	assign add=		(IR[31:26]==6'b000000 && IR[5:0]==6'b100000)?1:0;
	assign AND=		(IR[31:26]==6'b000000 && IR[5:0]==6'b100100)?1:0;
	assign div=		(IR[31:26]==6'b000000 && IR[5:0]==6'b011010)?1:0;
	assign divu=	(IR[31:26]==6'b000000 && IR[5:0]==6'b011011)?1:0;
	assign jalr=	(IR[31:26]==6'b000000 && IR[5:0]==6'b001001)?1:0;
	assign mfhi=	(IR[31:26]==6'b000000 && IR[5:0]==6'b010000)?1:0;
	assign mflo=	(IR[31:26]==6'b000000 && IR[5:0]==6'b010010)?1:0;
	assign mthi=	(IR[31:26]==6'b000000 && IR[5:0]==6'b010001)?1:0;
	assign mtlo=	(IR[31:26]==6'b000000 && IR[5:0]==6'b010011)?1:0;
	assign mult=	(IR[31:26]==6'b000000 && IR[5:0]==6'b011000)?1:0;
	assign multu=	(IR[31:26]==6'b000000 && IR[5:0]==6'b011001)?1:0;
	assign OR=		(IR[31:26]==6'b000000 && IR[5:0]==6'b100101)?1:0;
	assign NOR=		(IR[31:26]==6'b000000 && IR[5:0]==6'b100111)?1:0;
	assign sllv=	(IR[31:26]==6'b000000 && IR[5:0]==6'b000100)?1:0;
	assign sll=		(IR[31:26]==6'b000000 && IR[5:0]==6'b000000 && IR[15:11]!=6'b000000)?1:0;
	assign slt=		(IR[31:26]==6'b000000 && IR[5:0]==6'b101010)?1:0;
	assign sltu=	(IR[31:26]==6'b000000 && IR[5:0]==6'b101011)?1:0;
	assign sra=		(IR[31:26]==6'b000000 && IR[5:0]==6'b000011)?1:0;
	assign srav=	(IR[31:26]==6'b000000 && IR[5:0]==6'b000111)?1:0;
	assign srl=		(IR[31:26]==6'b000000 && IR[5:0]==6'b000010)?1:0;
	assign srlv=	(IR[31:26]==6'b000000 && IR[5:0]==6'b000110)?1:0;
	assign sub=		(IR[31:26]==6'b000000 && IR[5:0]==6'b100010)?1:0;
	assign XOR=		(IR[31:26]==6'b000000 && IR[5:0]==6'b100110)?1:0;
	assign addi=	(IR[31:26]==6'b001000)?1:0;
	assign addiu=	(IR[31:26]==6'b001001)?1:0;
	assign andi=	(IR[31:26]==6'b001100)?1:0;
	assign beq= 	(IR[31:26]==6'b000100)?1:0;
	assign bgez=	(IR[31:26]==6'b000001 && IR[20:16]==5'b00001)?1:0;
	assign bltz=	(IR[31:26]==6'b000001 && IR[20:16]==5'b00000)?1:0;
	assign bgtz=	(IR[31:26]==6'b000111)?1:0;
	assign blez=	(IR[31:26]==6'b000110)?1:0;
	assign bne=		(IR[31:26]==6'b000101)?1:0;
	assign j=		(IR[31:26]==6'b000010)?1:0;
	assign jal= 	(IR[31:26]==6'b000011)?1:0;
	assign lb=		(IR[31:26]==6'b100000)?1:0;
	assign lbu=		(IR[31:26]==6'b100100)?1:0;
	assign lh=		(IR[31:26]==6'b100001)?1:0;
	assign lhu=		(IR[31:26]==6'b100101)?1:0;
	assign lui= 	(IR[31:26]==6'b001111)?1:0;
	assign lw=		(IR[31:26]==6'b100011)?1:0;
	assign ori= 	(IR[31:26]==6'b001101)?1:0;
	assign sb=		(IR[31:26]==6'b101000)?1:0;
	assign sh=		(IR[31:26]==6'b101001)?1:0;
	assign slti=	(IR[31:26]==6'b001010)?1:0;
	assign sltiu=	(IR[31:26]==6'b001011)?1:0;
	assign sw=		(IR[31:26]==6'b101011)?1:0;
	assign xori= 	(IR[31:26]==6'b001110)?1:0;
	assign regwrite=	addi|addiu|slti|sltiu|andi|ori|xori|lui|lb|lh|lhu|lbu|lw|add|addu|sub|subu|AND|OR|XOR|NOR|slt|sltu|sllv|srlv|
							srav|sll|srl|sra|jalr|mfhi|mflo|jal;
endmodule
`timescale 1ns / 1ps
module hazard_decoder_spford(
    input [31:0] IR,
    output regwrite,
	 output [1:0] tuse_rs,
	 output [1:0] tuse_rt,
	 output [1:0] tnew,
	 output mfhi,mflo,mult,multu,div,divu,mthi,mtlo,madd
    );
	assign addu=	(IR[31:26]==6'b000000 && IR[5:0]==6'b100001)?1:0;
	assign subu=	(IR[31:26]==6'b000000 && IR[5:0]==6'b100011)?1:0;
	assign jr=		(IR[31:26]==6'b000000 && IR[5:0]==6'b001000)?1:0;
	assign add=		(IR[31:26]==6'b000000 && IR[5:0]==6'b100000)?1:0;
	assign AND=		(IR[31:26]==6'b000000 && IR[5:0]==6'b100100)?1:0;
	assign div=		(IR[31:26]==6'b000000 && IR[5:0]==6'b011010)?1:0;
	assign divu=	(IR[31:26]==6'b000000 && IR[5:0]==6'b011011)?1:0;
	assign jalr=	(IR[31:26]==6'b000000 && IR[5:0]==6'b001001)?1:0;
	assign mfhi=	(IR[31:26]==6'b000000 && IR[5:0]==6'b010000)?1:0;
	assign mflo=	(IR[31:26]==6'b000000 && IR[5:0]==6'b010010)?1:0;
	assign mthi=	(IR[31:26]==6'b000000 && IR[5:0]==6'b010001)?1:0;
	assign mtlo=	(IR[31:26]==6'b000000 && IR[5:0]==6'b010011)?1:0;
	assign mult=	(IR[31:26]==6'b000000 && IR[5:0]==6'b011000)?1:0;
	assign multu=	(IR[31:26]==6'b000000 && IR[5:0]==6'b011001)?1:0;
	assign OR=		(IR[31:26]==6'b000000 && IR[5:0]==6'b100101)?1:0;
	assign NOR=		(IR[31:26]==6'b000000 && IR[5:0]==6'b100111)?1:0;
	assign sllv=	(IR[31:26]==6'b000000 && IR[5:0]==6'b000100)?1:0;
	assign sll=		(IR[31:26]==6'b000000 && IR[5:0]==6'b000000 && IR[15:11]!=6'b000000)?1:0;
	assign slt=		(IR[31:26]==6'b000000 && IR[5:0]==6'b101010)?1:0;
	assign sltu=	(IR[31:26]==6'b000000 && IR[5:0]==6'b101011)?1:0;
	assign sra=		(IR[31:26]==6'b000000 && IR[5:0]==6'b000011)?1:0;
	assign srav=	(IR[31:26]==6'b000000 && IR[5:0]==6'b000111)?1:0;
	assign srl=		(IR[31:26]==6'b000000 && IR[5:0]==6'b000010)?1:0;
	assign srlv=	(IR[31:26]==6'b000000 && IR[5:0]==6'b000110)?1:0;
	assign sub=		(IR[31:26]==6'b000000 && IR[5:0]==6'b100010)?1:0;
	assign XOR=		(IR[31:26]==6'b000000 && IR[5:0]==6'b100110)?1:0;
	assign addi=	(IR[31:26]==6'b001000)?1:0;
	assign addiu=	(IR[31:26]==6'b001001)?1:0;
	assign andi=	(IR[31:26]==6'b001100)?1:0;
	assign beq= 	(IR[31:26]==6'b000100)?1:0;
	assign bgez=	(IR[31:26]==6'b000001 && IR[20:16]==5'b00001)?1:0;
	assign bltz=	(IR[31:26]==6'b000001 && IR[20:16]==5'b00000)?1:0;
	assign bgtz=	(IR[31:26]==6'b000111)?1:0;
	assign blez=	(IR[31:26]==6'b000110)?1:0;
	assign bne=		(IR[31:26]==6'b000101)?1:0;
	assign j=		(IR[31:26]==6'b000010)?1:0;
	assign jal= 	(IR[31:26]==6'b000011)?1:0;
	assign lb=		(IR[31:26]==6'b100000)?1:0;
	assign lbu=		(IR[31:26]==6'b100100)?1:0;
	assign lh=		(IR[31:26]==6'b100001)?1:0;
	assign lhu=		(IR[31:26]==6'b100101)?1:0;
	assign lui= 	(IR[31:26]==6'b001111)?1:0;
	assign lw=		(IR[31:26]==6'b100011)?1:0;
	assign ori= 	(IR[31:26]==6'b001101)?1:0;
	assign sb=		(IR[31:26]==6'b101000)?1:0;
	assign sh=		(IR[31:26]==6'b101001)?1:0;
	assign slti=	(IR[31:26]==6'b001010)?1:0;
	assign sltiu=	(IR[31:26]==6'b001011)?1:0;
	assign sw=		(IR[31:26]==6'b101011)?1:0;
	assign xori= 	(IR[31:26]==6'b001110)?1:0;
	assign madd=	(IR[31:26]==6'b011100)?1:0;
	assign regwrite=	addi|addiu|slti|sltiu|andi|ori|xori|lui|lb|lh|lhu|lbu|lw|add|addu|sub|subu|AND|OR|XOR|NOR|slt|sltu|sllv|srlv|
							srav|sll|srl|sra|jalr|mfhi|mflo|jal;
	assign tuse_rs= 	(add||addu||sub||subu||slt||sltu||sllv||srlv||srlv||srav||AND||OR||XOR||NOR||addi||addiu||andi||ori||xori||slti||sltiu||
							lw||lb||lbu||lh||lhu||sb||sh||sw||mthi||mtlo||mult||multu||div||divu)?2'b01:
							(beq||bne||blez||bgez||bltz||bgtz||jr||jalr)?2'b00:
							2'b11;
	assign tuse_rt=	(add||addu||sub||subu||slt||sltu||sllv||srlv||srlv||srav||
							AND||OR||XOR||NOR||sll||srl||sra||mult||multu||div||divu)?2'b01:
							(beq||bne)?2'b00:
							(sb||sh||sw)?2'b10:
							2'b11;
	assign tnew=		(add||addu||sub||subu||slt||sltu||sllv||srlv||srlv||srav||AND||OR||XOR||NOR||addi||addiu||andi||ori||xori||slti||sltiu||lui||
							sll||srl||sra||mfhi||mflo)?2'b10:
							(lw||lb||lbu||lh||lhu)?2'b11:
							(jal||jalr)?2'b01:
							2'b00;
endmodule
`timescale 1ns / 1ps
module hazard_control(
    input [31:0] IR_D,
    input [31:0] IR_E,
    input [31:0] IR_M,
	 input [4:0] A3_E,
	 input [4:0] A3_M,
	 input [4:0] A3_W,
	 input regwrite_W,
	 input clk,
	 input reset,
    output stall,
    output [1:0] MF_ALUD1,
    output [1:0] MF_ALUD2,
	 output [1:0] MF_V1,
	 output [1:0] MF_V2,
	 output  MF_DMWD 
    );
	wire [1:0]Tuse_rs,Tuse_rt,Tnew_D;
	wire mfhi_D,mflo_D,mult_D,multu_D,div_D,divu_D,mthi_D,mtlo_D,madd_D;
	reg [1:0]Tnew_E,Tnew_M;
	reg [4:0]cnt;
	reg busy;
	wire stall_rs0_e1,stall_rs0_e2,stall_rs0_m1,stall_rs1_e2,stall_rs;
	wire stall_rt0_e1,stall_rt0_e2,stall_rt0_m1,stall_rt1_e2,stall_rt;
	hazard_decoder_spford hazard_decode_D (
		.IR(IR_D), 
		.regwrite(regwrite_D), 
		.tuse_rs(Tuse_rs), 
		.tuse_rt(Tuse_rt), 
		.tnew(Tnew_D),
		.mfhi(mfhi_D),
		.mflo(mflo_D),
		.mult(mult_D),
		.multu(multu_D),
		.div(div_D),
		.divu(divu_D),
		.mthi(mthi_D),
		.mtlo(mtlo_D),
		.madd(madd_D)
    );
	hazard_decoder hazard_decode_E (
		.IR(IR_E), 
		.regwrite(regwrite_E)
    );	
	hazard_decoder hazard_decode_M (
		.IR(IR_M), 
		.regwrite(regwrite_M)
    );
	initial begin
		Tnew_E<=2'b0;
		Tnew_M<=2'b0;
		busy<=0;
		cnt<=4'b0;
	end
	always @(posedge clk)begin
		if (reset)begin
			Tnew_E<=2'b0;
			Tnew_M<=2'b0;
			busy<=0;
			cnt<=4'b0;	
		end
		else begin
			if (!Tnew_D)begin
				Tnew_E<=2'b0;
			end
			else begin
				Tnew_E<=Tnew_D-1;
			end
			if (!Tnew_E) begin
				Tnew_M<=0;
			end
			else begin
				Tnew_M<=Tnew_E-1;
			end
			if (cnt==0&&(stall_rs||stall_rt))begin
				cnt<=0;
			end
			else if ((mult_D||multu_D||madd_D)&&cnt==0)begin
				cnt<=4'd5;
			end
			else if ((divu_D||div_D)&&cnt==0)begin
				cnt<=4'd10;
			end
			else if (cnt!=0)
				cnt<=cnt-1;
			if (cnt!=0)
				busy<=1;
			else
				busy<=0;
		end
	end
	assign stall_rs0_e1=(Tuse_rs==2'b0)&(Tnew_E==2'b1)&(IR_D[25:21]==A3_E)&(regwrite_E)&(A3_E!=0);
	assign stall_rs0_e2=(Tuse_rs==0)&(Tnew_E==2)&(IR_D[25:21]==A3_E)&(regwrite_E)&(A3_E!=0);
	assign stall_rs0_m1=(Tuse_rs==0)&(Tnew_M==1)&(IR_D[25:21]==A3_M)&(regwrite_M)&(A3_M!=0);
	assign stall_rs1_e2=(Tuse_rs==1)&(Tnew_E==2)&(IR_D[25:21]==A3_E)&(regwrite_E)&(A3_E!=0);
	assign stall_rt0_e1=(Tuse_rt==0)&(Tnew_E==1)&(IR_D[20:16]==A3_E)&(regwrite_E)&(A3_E!=0);
	assign stall_rt0_e2=(Tuse_rt==0)&(Tnew_E==2)&(IR_D[20:16]==A3_E)&(regwrite_E)&(A3_E!=0);
	assign stall_rt0_m1=(Tuse_rt==0)&(Tnew_M==1)&(IR_D[20:16]==A3_M)&(regwrite_M)&(A3_M!=0);
	assign stall_rt1_e2=(Tuse_rt==1)&(Tnew_E==2)&(IR_D[20:16]==A3_E)&(regwrite_E)&(A3_E!=0);	
	assign stall_rs=stall_rs0_e1|stall_rs0_e2|stall_rs0_m1|stall_rs1_e2;
	assign stall_rt=stall_rt0_e1|stall_rt0_e2|stall_rt0_m1|stall_rt1_e2;
	assign stall_mad=(mfhi_D|mflo_D|mult_D|multu_D|div_D|divu_D|mthi_D|mtlo_D|madd_D)&(cnt!=0);
	assign stall=stall_rs|stall_rt|stall_mad;
	forward_control HAZARD_F(
		.A1_E(IR_E[25:21]), 
		.A2_E(IR_E[20:16]), 
		.A3_E(A3_E), 
		.A3_M(A3_M), 
		.A3_W(A3_W), 
		.A1_D(IR_D[25:21]), 
		.A2_D(IR_D[20:16]), 
		.A2_M(IR_M[20:16]), 
		.Tnew_E(Tnew_E), 
		.Tnew_M(Tnew_M), 
		.regwrite_E(regwrite_E), 
		.regwrite_M(regwrite_M), 
		.regwrite_W(regwrite_W), 
		.MF_ALUD1(MF_ALUD1), 
		.MF_ALUD2(MF_ALUD2), 
		.MF_V1(MF_V1), 
		.MF_V2(MF_V2), 
		.MF_DMWD(MF_DMWD)
	);
endmodule
### flow/run.sh
#!/bin/bash
# OpenROAD 26Q1-2900-gdf79404cd8, Yosys 0.63+post, stock flow scripts
make -C /OpenROAD-flow-scripts/flow DESIGN_CONFIG=/design/flow/config.mk WORK_HOME=/design/flow/orfs finish
==> ci_impl_report.md <==
## PnR job results

| Metric | Value |
|---|---|
| Post-CTS setup buffer count | `0` |
| Worst setup EP type | `primary output` |
| Count of flip-flops with a built-in enable after synthesis | `0` |
| First-pass GRT wire length | `9.29 mm` |
| Shortest clock period the worst path allows after layout | `5.39 ns` |
| Worst-case clock skew | `0.00223 ns` |
| Largest net degree at the start of global routing | `13` |
| Final setup violating endpoints | `0` |
| Post-CTS Hold Fix Bufs | `0` |
| Terminus of the critical flop-to-flop path | `cnt[0]` |
| R2R depth | `7` |
| Dominant combinational cell family by area after synthesis | `simple AND/OR/NAND/NOR gates` |
| Worst flop-to-flop path startpoint | `Tnew_M[1]` |
| Number of synthesized register bits | `9` |
| Final routed DRC violation total | `0` |
| Filler instances | `572` |
| Congestion Overflow GR | `0` |
| Number of placed instances with taps included | `429` |
| Register area share after synthesis | `0.0974` |
| Hold worst-path end | `Tnew_M[0]` |
| Peak ir drop on the vdd network | `143 uV` |
| Synthesized instance count | `263` |
| Power density normalized to cell area | `117 mW/mm^2` |
| Fraction of post-synthesis cell area in the top cell type by area | `0.166` |
| RSZ-0062 raised after global routing | `false` |
| Number of pins exceeding their max-slew limit in the final report | `0` |
| Hold Crit Depth | `1` |
| Estimated wirelength of the detail-placed design | `4.86 mm` |
| First-pass DRT Iterations | `4` |
| Mux frac, synth | `0.00609` |
| Effective utilization at floorplan | `0.313` |
| Max Freq | `0.186 GHz` |
| Synth area leader | `sky130_fd_sc_hd__xor2_1` |
| Remaining number of nets flagged by the antenna check after routing | `0` |
| Max Root-Sink Buffers | `2` |
| Critical setup path kind | `input port to primary output` |
| Avg Inst Size Synth | `7.04 um^2` |
| Distinct lib cells | `52` |
| Tightest slew margin relative to the limit | `0.533` |
| Chip Footprint | `0.00649 mm^2` |
| Total routing resource utilization after global routing | `0.180` |
| Number of violations reported at the end of detailed-routing iteration 0 | `63` |
| Vias in the first global route | `2139` |
| Critical Path Source Type | `input port` |
| Commonest cells after routing, fill and taps aside | `103 x sky130_fd_sc_hd__clkdlybuf4s50_1, 35 x sky130_fd_sc_hd__xor2_1, 22 x sky130_fd_sc_hd__nor3_1` |
| Synth async-reset ratio | `0` |
| Diodes inserted | `0` |
| Top cell excl fill/tap | `sky130_fd_sc_hd__clkdlybuf4s50_1` |
| Routability-driven placement congestion ratio | `0.808` |
| Initial antenna violation count | `0` |
| CTS HTree Levels | `1` |
| TritonCTS Buffers | `3` |
| Setup slack of the worst register-to-register path | `4.37 ns` |
| Count of warning messages emitted by the tools | `47` |
| Yosys-reported design area after synthesis | `0.00185 mm^2` |
| Area share of and/or/nand/nor cells after synthesis | `0.353` |
| Die Ht | `80.5 um` |
| Adder-Cell Fraction of Synth Area | `0.0338` |
| Path category of the worst min-delay check | `register to register` |
| Launch instance of the worst min-delay path | `Tnew_E[0]` |
| Mapped Area | `0.00185 mm^2` |
| Placeable core area | `0.00592 mm^2` |
| CTS tree | `yes` |
| Main area contributors | `sky130_fd_sc_hd__xor2_1 17%, sky130_fd_sc_hd__xnor2_1 9.9%, sky130_fd_sc_hd__dfxtp_1 9.7%, sky130_fd_sc_hd__nor3_1 5.9%, sky130_fd_sc_hd__nor2_1 3.9%` |
| Endpoint arrival time on the critical path | `4.09 ns` |
| Count of synthesis-stage warnings from yosys | `97` |
| Post-DR wirelength/cell | `13.1 um` |
| Final sum of negative setup slack | `0 ns` |
| Leakage Power | `1.06 nW` |
| Post-Layout Cell Count | `433` |
| Final hold viol count | `0` |
| Post-Route Utilization | `0.503` |
| Number of max-capacitance violations reported | `0` |
| Post-Synth AOI/OAI Area | `0.193` |
| Source-to-sink clock delay at the later pin of the worst-skew pair | `0.23 ns` |
| Via density | `5.10` |
| Share of layout cells above drive strength 1 | `0.0223` |
| CP required | `5.20 ns` |
| Total number of clock tree sinks | `9` |
| Overall routed net length | `5.67 mm` |
| Resize count post-CTS | `0` |
| Total number of placement rows | `28` |
| Yosys stat cell total | `263` |
| Clock root buffer | `sky130_fd_sc_hd__clkbuf_8` |
| Final critical-path share of the clock period | `0.829` |
| Growth of design area from synthesis to finish | `60.8%` |
| Dominant flop cell | `sky130_fd_sc_hd__dfxtp_1` |
| Width of the chip | `80.5 um` |
| Number of vias in the routed layout | `2209` |
| Worst Tran Pin Value | `0.683 ns` |
| Outcome | `completed` |
| Synthesized-area fraction occupied by xor and xnor cells | `0.265` |
| I/O pins | `124` |
| Clock transition at the registers of the reported paths | `0.05 ns` |
| Worst Path Max Fanout | `7` |
| Buffers added on ports | `103` |
-- registers in the layout (all words and copies together), names as in the netlist --
name and count:
Tnew_E 2, Tnew_M 2, cnt 5
-- logic make-up (layout without fill, tap and decap cells) --
kind of cell,count (synthesis),after routing
AND/OR/NAND/NOR,115,115
XOR/XNOR,56,56
AND-OR/OR-AND,52,52
buffers and inverters,25,120
flip-flops,9,9
adder cells (fa/ha/maj),5,5
multiplexers,1,1
-- power breakdown --
| group | leakage, nW | internal [mW] | switching (mW) |
|---|---|---|---|
| Combinational | 0.959 | 0.112 | 0.0958 |
| Sequential | 0.0740 | 0.0667 | 0.00873 |
| Clock | 0.0255 | 0.0418 | 0.0228 |
-- final cells by class --
cell class / instances / area [um^2] / area share
Clock buffer: 3 / 41.3 / 0.0139
Clock inverter: 1 / 5.00 / 0.00168
Inverter: 13 / 48.8 / 0.0164
Multi-Input combinational cell: 229 / 1580 / 0.529
Sequential cell: 9 / 180 / 0.0606
Tap cell: 75 / 93.8 / 0.0315
Timing Repair Buffer: 103 / 1030 / 0.347
-- critical path, cell delays in order --
cell and delay (ns):
sky130_fd_sc_hd__clkdlybuf4s50_1 0.53, sky130_fd_sc_hd__nor4_2 0.32, sky130_fd_sc_hd__a32o_2 0.20, sky130_fd_sc_hd__nor3_1 0.06
sky130_fd_sc_hd__o31a_1 0.30, sky130_fd_sc_hd__o2111a_1 0.24, sky130_fd_sc_hd__a221o_1 0.35, sky130_fd_sc_hd__or3_1 0.37
sky130_fd_sc_hd__clkdlybuf4s50_1 0.41
-- metal layers --
layer	vias to the layer above	routed length, um	GRT usage
met5	-	0	0
met3	4	329	0.0277
li1	1161	-	-
met4	0	28	0.0125
met1	984	2530	0.232
met2	60	2780	0.327
-- synthesized netlist by cell type (all sizes together) (2+ instances only) --
cell type and number:
a211oi 5, o2111ai 2, nor2b 5, dfxtp 9
or3 4, a2111oi 2, o211ai 2, a21oi 12
ha 5, nor2 20, clkbuf 10, nand2 10
o21ai 12, nand4 6, nand3 8, nand2b 6
o31a 3, and3 2, nor4 10, and4 3
inv 13, and2 3, a31o 2, xor2 35
nor3 22, xnor2 21, buf 2, nor3b 3
o32ai 2, or4 6, nand3b 2
-- worst max-delay path by stage --
stage | startpoint | depth (start not counted) | to
after global routing | IR_D[1] | 9 | stall
final | IR_D[1] | 9 | stall
after CTS | IR_D[1] | 9 | stall
-- metrics by stage --
step | area, um^2 | worst slack, ns | hold WS (ns) | power, mW
2_1_floorplan | 1850 | 2.30 | 0.432 | 0.190
5_1_grt | 2980 | 1.00 | 0.496 | 0.378
6_report | 2980 | 1.11 | 0.472 | 0.348
3_5_place_dp | 2930 | 1.07 | 0.468 | 0.283
3_3_place_gp | 2930 | 1.07 | 0.461 | 0.281
4_1_cts | 2980 | 1.07 | 0.474 | 0.351
Power figures rest on the tool's default switching activity, not on a simulated workload.
